--- flow/constraint.sdc ---
current_design FSM

set clk_period 2.3
set clk_io_pct 0.2

create_clock -name clk0 -period $clk_period [get_ports {clock}]

set non_clock_inputs [all_inputs -no_clocks]
set_input_delay [expr $clk_period * $clk_io_pct] -clock clk0 $non_clock_inputs
set_output_delay [expr $clk_period * $clk_io_pct] -clock clk0 [all_outputs]
--- flow/config.mk ---
export PLATFORM = sky130hd
export DESIGN_NAME = FSM
export DESIGN_NICKNAME = FSM
export VERILOG_FILES = /design/flow/design.v
export SDC_FILE = /design/flow/constraint.sdc
export NUM_CORES = 4
export LEC_CHECK = 1
export CORE_AREA = 10 10 77 77
export DIE_AREA = 0 0 87 87
--- flow/run.sh ---
#!/bin/bash
# OpenROAD 26Q1-2900-gdf79404cd8, Yosys 0.63+post, stock flow scripts
make -C /OpenROAD-flow-scripts/flow DESIGN_CONFIG=/design/flow/config.mk WORK_HOME=/design/flow/orfs finish
--- flow/design.v ---
module FSM
(
reset, instr, clock,
N, Z,
PCwrite, AddrSel, MemRead,
MemWrite, IRload, OpASel, MDRload,
OpABLoad, ALU1, ALU2, ALUop,RwSel,R1Sel,R1R2Load,
ALUOutWrite, RFWrite, RegIn, FlagWrite, StopCounter 
);
	input	[3:0] instr;
	input	N, Z;
	input	reset, clock;
	output	PCwrite, AddrSel, MemRead, MemWrite, IRload, OpASel, MDRload;
	output	OpABLoad, ALU1, ALUOutWrite, RFWrite, RegIn, FlagWrite;
	output	[2:0] ALU2, ALUop;
	output	RwSel;
	output	R1Sel;
	output	R1R2Load;
	output   reg StopCounter;
	reg [4:0]	state;			 
	reg	PCwrite, AddrSel, MemRead, MemWrite, IRload, OpASel, MDRload;
	reg	OpABLoad, ALU1, ALUOutWrite, RFWrite, RegIn, FlagWrite;
	reg	[2:0] ALU2, ALUop;
	parameter [4:0] reset_s = 0, c1 = 1, c2 = 2, c3_asn = 3,
					c4_asnsh = 4, c3_shift = 5, c3_ori = 6,
					c4_ori = 7, c5_ori = 8, c3_load = 9, c4_load = 10,
					c3_store = 11, c3_bpz = 12, c3_bz = 13, c3_bnz = 14, c3_nop = 15, c3_stop = 16;
	always @(posedge clock or posedge reset)
	begin
		if (reset) state = reset_s;
		else
		begin
			case(state)
				reset_s:	state = c1; 		 
				c1:			state = c2; 		 
				c2:			begin				 
								if(instr == 4'b0100 | instr == 4'b0110 | instr == 4'b1000) state = c3_asn;
								else if( instr[2:0] == 3'b011 ) state = c3_shift;
								else if( instr[2:0] == 3'b111 ) state = c3_ori;
								else if( instr == 4'b0000 ) state = c3_load;
								else if( instr == 4'b0010 ) state = c3_store;
								else if( instr == 4'b1101 ) state = c3_bpz;
								else if( instr == 4'b0101 ) state = c3_bz;
								else if( instr == 4'b1001 ) state = c3_bnz;
								else if( instr == 4'b1010 ) state = c3_nop;
								else if( instr == 4'b0001 ) state = c3_stop;
								else state = 0;
							end
				c3_asn:		state = c4_asnsh;	 
				c4_asnsh:	state = c1;			 
				c3_shift:	state = c4_asnsh;	 
				c3_ori:		state = c4_ori;		 
				c4_ori:		state = c5_ori;		 
				c5_ori:		state = c1;			 
				c3_load:	state = c4_load;	 
				c4_load:	state = c1; 		 
				c3_store:	state = c1; 		 
				c3_bpz:		state = c1; 		 
				c3_bz:		state = c1; 		 
				c3_bnz:		state = c1; 		 
				c3_nop:		state = c1;			 
				c3_stop:		state = c1;			 
			endcase
		end
	end
	always @(*)
	begin
		case (state)
			reset_s:	 
				begin
					PCwrite = 0;
					AddrSel = 0;
					MemRead = 0;
					MemWrite = 0;
					IRload = 0;
					OpASel = 0;
					MDRload = 0;
					OpABLoad = 0;
					ALU1 = 0;
					ALU2 = 3'b000;
					ALUop = 3'b000;
					ALUOutWrite = 0;
					RFWrite = 0;
					RegIn = 0;
					FlagWrite = 0;
					StopCounter = 0;
				end					
			c1: 		 
				begin
					PCwrite = 1;
					AddrSel = 1;
					MemRead = 1;
					MemWrite = 0;
					IRload = 1;
					OpASel = 0;
					MDRload = 0;
					OpABLoad = 0;
					ALU1 = 0;
					ALU2 = 3'b001;
					ALUop = 3'b000;
					ALUOutWrite = 0;
					RFWrite = 0;
					RegIn = 0;
					FlagWrite = 0;
					StopCounter = 0;
				end	
			c2: 		 
				begin
					PCwrite = 0;
					AddrSel = 0;
					MemRead = 0;
					MemWrite = 0;
					IRload = 0;
					OpASel = 0;
					MDRload = 0;
					OpABLoad = 1;
					ALU1 = 0;
					ALU2 = 3'b000;
					ALUop = 3'b000;
					ALUOutWrite = 0;
					RFWrite = 0;
					RegIn = 0;
					FlagWrite = 0;
					StopCounter = 0;
				end
			c3_asn:		begin
							if ( instr == 4'b0100 ) 		 
							begin
								PCwrite = 0;
								AddrSel = 0;
								MemRead = 0;
								MemWrite = 0;
								IRload = 0;
								OpASel = 0;
								MDRload = 0;
								OpABLoad = 0;
								ALU1 = 1;
								ALU2 = 3'b000;
								ALUop = 3'b000;
								ALUOutWrite = 1;
								RFWrite = 0;
								RegIn = 0;
								FlagWrite = 1;
								StopCounter = 0;
							end	
							else if ( instr == 4'b0110 ) 	 
							begin
								PCwrite = 0;
								AddrSel = 0;
								MemRead = 0;
								MemWrite = 0;
								IRload = 0;
								OpASel = 0;
								MDRload = 0;
								OpABLoad = 0;
								ALU1 = 1;
								ALU2 = 3'b000;
								ALUop = 3'b001;
								ALUOutWrite = 1;
								RFWrite = 0;
								RegIn = 0;
								FlagWrite = 1;
								StopCounter = 0;
							end
							else 							 
							begin
								PCwrite = 0;
								AddrSel = 0;
								MemRead = 0;
								MemWrite = 0;
								IRload = 0;
								OpASel = 0;
								MDRload = 0;
								OpABLoad = 0;
								ALU1 = 1;
								ALU2 = 3'b000;
								ALUop = 3'b011;
								ALUOutWrite = 1;
								RFWrite = 0;
								RegIn = 0;
								FlagWrite = 1;
								StopCounter = 0;
							end
				   		end
			c4_asnsh: 	 
				begin
					PCwrite = 0;
					AddrSel = 0;
					MemRead = 0;
					MemWrite = 0;
					IRload = 0;
					OpASel = 0;
					MDRload = 0;
					OpABLoad = 0;
					ALU1 = 0;
					ALU2 = 3'b000;
					ALUop = 3'b000;
					ALUOutWrite = 0;
					RFWrite = 1;
					RegIn = 0;
					FlagWrite = 0;
					StopCounter = 0;
				end
			c3_shift: 	 
				begin
					PCwrite = 0;
					AddrSel = 0;
					MemRead = 0;
					MemWrite = 0;
					IRload = 0;
					OpASel = 0;
					MDRload = 0;
					OpABLoad = 0;
					ALU1 = 1;
					ALU2 = 3'b100;
					ALUop = 3'b100;
					ALUOutWrite = 1;
					RFWrite = 0;
					RegIn = 0;
					FlagWrite = 1;
					StopCounter = 0;
				end
			c3_ori: 	 
				begin
					PCwrite = 0;
					AddrSel = 0;
					MemRead = 0;
					MemWrite = 0;
					IRload = 0;
					OpASel = 1;
					MDRload = 0;
					OpABLoad = 1;
					ALU1 = 0;
					ALU2 = 3'b000;
					ALUop = 3'b000;
					ALUOutWrite = 0;
					RFWrite = 0;
					RegIn = 0;
					FlagWrite = 0;
					StopCounter = 0;
				end
			c4_ori: 	 
				begin
					PCwrite = 0;
					AddrSel = 0;
					MemRead = 0;
					MemWrite = 0;
					IRload = 0;
					OpASel = 0;
					MDRload = 0;
					OpABLoad = 0;
					ALU1 = 1;
					ALU2 = 3'b011;
					ALUop = 3'b010;
					ALUOutWrite = 1;
					RFWrite = 0;
					RegIn = 0;
					FlagWrite = 1;
					StopCounter = 0;
				end
			c5_ori: 	 
				begin
					PCwrite = 0;
					AddrSel = 0;
					MemRead = 0;
					MemWrite = 0;
					IRload = 0;
					OpASel = 1;
					MDRload = 0;
					OpABLoad = 0;
					ALU1 = 0;
					ALU2 = 3'b000;
					ALUop = 3'b000;
					ALUOutWrite = 0;
					RFWrite = 1;
					RegIn = 0;
					FlagWrite = 0;
					StopCounter = 0;
				end
			c3_load: 	 
				begin
					PCwrite = 0;
					AddrSel = 0;
					MemRead = 1;
					MemWrite = 0;
					IRload = 0;
					OpASel = 0;
					MDRload = 1;
					OpABLoad = 0;
					ALU1 = 0;
					ALU2 = 3'b000;
					ALUop = 3'b000;
					ALUOutWrite = 0;
					RFWrite = 0;
					RegIn = 0;
					FlagWrite = 0;
					StopCounter = 0;
				end
			c4_load: 	 
				begin
					PCwrite = 0;
					AddrSel = 0;
					MemRead = 0;
					MemWrite = 0;
					IRload = 0;
					OpASel = 0;
					MDRload = 0;
					OpABLoad = 0;
					ALU1 = 0;
					ALU2 = 3'b000;
					ALUop = 3'b000;
					ALUOutWrite = 1;
					RFWrite = 1;
					RegIn = 1;
					FlagWrite = 0;
					StopCounter = 0;
				end
			c3_store: 	 
				begin
					PCwrite = 0;
					AddrSel = 0;
					MemRead = 0;
					MemWrite = 1;
					IRload = 0;
					OpASel = 0;
					MDRload = 0;
					OpABLoad = 0;
					ALU1 = 0;
					ALU2 = 3'b000;
					ALUop = 3'b000;
					ALUOutWrite = 0;
					RFWrite = 0;
					RegIn = 0;
					FlagWrite = 0;
					StopCounter = 0;
				end
			c3_bpz: 	 
				begin
					PCwrite = ~N;
					AddrSel = 0;
					MemRead = 0;
					MemWrite = 0;
					IRload = 0;
					OpASel = 0;
					MDRload = 0;
					OpABLoad = 0;
					ALU1 = 0;
					ALU2 = 3'b010;
					ALUop = 3'b000;
					ALUOutWrite = 0;
					RFWrite = 0;
					RegIn = 0;
					FlagWrite = 0;
					StopCounter = 0;
				end
			c3_bz: 		 
				begin
					PCwrite = Z;
					AddrSel = 0;
					MemRead = 0;
					MemWrite = 0;
					IRload = 0;
					OpASel = 0;
					MDRload = 0;
					OpABLoad = 0;
					ALU1 = 0;
					ALU2 = 3'b010;
					ALUop = 3'b000;
					ALUOutWrite = 0;
					RFWrite = 0;
					RegIn = 0;
					FlagWrite = 0;
					StopCounter = 0;
				end
			c3_bnz: 	 
				begin
					PCwrite = ~Z;
					AddrSel = 0;
					MemRead = 0;
					MemWrite = 0;
					IRload = 0;
					OpASel = 0;
					MDRload = 0;
					OpABLoad = 0;
					ALU1 = 0;
					ALU2 = 3'b010;
					ALUop = 3'b000;
					ALUOutWrite = 0;
					RFWrite = 0;
					RegIn = 0;
					FlagWrite = 0;
					StopCounter = 0;
				end
			c3_nop: 	 
				begin
					PCwrite = 0;
					AddrSel = 0;
					MemRead = 0;
					MemWrite = 0;
					IRload = 0;
					OpASel = 0;
					MDRload = 0;
					OpABLoad = 0;
					ALU1 = 0;
					ALU2 = 3'b000;
					ALUop = 3'b000;
					ALUOutWrite = 0;
					RFWrite = 0;
					RegIn = 0;
					FlagWrite = 0;
					StopCounter = 0;
				end
			c3_stop: 	 
				begin
					PCwrite = 0;
					AddrSel = 0;
					MemRead = 2'b00;
					MemWrite = 2'b00;
					IRload = 0;
					OpASel = 0;
					MDRload = 0;
					OpABLoad = 0;
					ALU1 = 0;
					ALU2 = 3'b000;
					ALUop = 3'b000;
					ALUOutWrite = 0;
					RFWrite = 0;
					RegIn = 0;
					FlagWrite = 0;
					StopCounter = 1;
				end
			default:	 
				begin
					PCwrite = 0;
					AddrSel = 0;
					MemRead = 0;
					MemWrite = 0;
					IRload = 0;
					OpASel = 0;
					MDRload = 0;
					OpABLoad = 0;
					ALU1 = 0;
					ALU2 = 3'b000;
					ALUop = 3'b000;
					ALUOutWrite = 0;
					RFWrite = 0;
					RegIn = 0;
					FlagWrite = 0;
					StopCounter = 0;
				end
		endcase
	end
endmodule
==> run summary <==
Implementation results

The run finished with clean final reports. The area growth from synthesis to layout is 54.2%. Together, buffers and inverters on the worst path number 1. The register with the most flip-flops in the layout has 17 of them. The post-route minimum period is 2.21 ns.

The count of unresolved DRC violations after routing is 0. Buffers inserted to repair hold after CTS numbered 0. Net switching is 19.9% of the power. The worst setup path is captured at an output pin. The number of clock sinks is 17.

The final weighted congestion recorded by global placement is 0.687. The cell count after synthesis is 66. Fill cells in the final layout number 438. According to the floorplan report, the die height is 87 µm. Wire segments on met3 add up to 287 µm in the final route.

Leaving out filler cells and counting taps, the final layout contains 148. In this run, CTS created clock tree buffers numbering 3. The depth of the worst register-to-register path is 2. The stage delay of the slowest cell on the critical path is 0.42 ns. Of all cell types, the one taking the most synthesized area is dfrtp_1. The flop and latch count out of synthesis is 17. The number of core rows is 24. Once detail routing completed, the nets flagged for antenna violations numbered 0. The power density of the placed cells is 502 nW/µm².

Per the OpenROAD floorplan log, the area of the core is 4350 µm². In this run the number of H-tree levels came out at 1. The per-cell via count in the routed design is 3.52. STA lists the startpoint of the worst register-to-register path as state[1]$_DFF_PP0_. The cell with the biggest individual delay on the critical path is dfrtp_1.

Entering global routing, the biggest net connects 18 pins. The worst clock skew is 0.00328 ns. In the power breakdown, the internal column shows 439 µW. The sequential cell area fraction in the yosys report is 60.2%.

For this design, Yosys synthesis ends with a cell count of 66. The via count of the first global-routing pass is 552. The share of synthesized area in the top cell type comes to 56.5%. The post-route worst hold slack is 0.398 ns. The worst setup path category is flop to output pin. The report lists the cells along the critical path as or3_4, or2_2, clkdlybuf4s50_1. Per the run summary, max-cap violations total 0. In this run, placement finished with an instance count of 143. The total via count after detailed routing is 521. Looking at the power breakdown, sequential logic takes 54.6% of the total.

According to the hold report, the worst path is of the flop to flop type. The number of buffers on the longest clock path is 2. The final number of max-transition violations is 0.

After global routing the overflow that remains totals 0. The TritonCTS clock tree is done. The tally of unique sky130hd cells used after synthesis is 21. The first global-routing pass estimated 2660 µm of wire.

The share of power burned in combinational logic is 6.3%. In the final report, the number of hold violations comes to 0.

Before CTS, the worst setup slack after placement is -0.177 ns. The slew at the pin closest to its max-slew limit is 0.602 ns. The clock tree root buffer cell is clkbuf_8.

For this run, the total global-route usage over all layers was measured as 4.37%. The worst endpoint data arrival time is 1.75 ns. Summing every instance area after synthesis gives 708 µm². The switching component of the power was reported as 109 µW. According to the report, the first pass of detailed routing completed in 4 iterations. The category of cells accounting for the largest share of critical-path delay is simple AND/OR/NAND/NOR gates. The wire length on met2 is 676 µm. The sort of element at the start of the critical path is a flop. The insertion delay to the later sink of the worst-skew pair is 0.25 ns. The static leakage power is 0.547 nW. For this run, the top clock speed supported by timing is 0.452 GHz. The worst hold path startpoint is state[7]$_DFF_PP0_.

According to the timing report, the data required time at the worst endpoint equals 1.84 ns. At the end of the flow the core is filled with cells to 25.1%. Looking at the power breakdown, the clock network takes 39.1% of the total. The clock edge transition at the registers on the reported setup and hold paths is 0.06 ns. The synthesis report lists the Yosys warning total as 4.

Per the detailed-route log, wirelength across all metal layers totals 1650 µm. Counting only logic cells after layout, the most numerous master is clkdlybuf4s50_1. The die span in x is 87 µm. For reference, the post-synthesis area per instance comes to 10.7 µm². The die covers 7570 µm².

The routed design shows a wire length per standard cell of 11.1 µm. The terminating pin of the worst hold path is state[15]$_DFF_PP0_. In the final layout, the share of cells above drive strength 1 is 20.8%. The post-route worst setup slack is 0.0870 ns. The routed wirelength on the met1 layer is recorded as 677 µm. During I/O placement, the number of pins put on the boundary was 31.

The core utilization at floorplan is 16.3%. STA reports a reg2reg setup slack of 0.93 ns. The most common logic cells in the final layout are clkdlybuf4s50_1, dfrtp_1, or2_2. After detailed routing, no signal wire sits above met4.

Setup repair after global routing left no endpoint under its margin. The destination of the worst register-to-register timing path is state[9]$_DFF_PP0_. The number of buffers inserted by port buffering is 27.

Post-route period utilization is reported as 96.2%. The worst hold path was traced through 0 stages. Looking at the critical path, the highest net fanout was 5. The stage-log warning count is 25. After synthesis, the cell types taking the most area are dfrtp_1, or2_2, buf_4. The antenna diode instance count is 0. The number of antenna violations at the first check in global routing is 0.

The analysis reports a worst IR drop on VDD of 0.186 mV. The chip area estimate from yosys synthesis is 708 µm². Measured against its own limit, the worst slew margin works out to 59.8%. The violation tally recorded at the end of detailed-routing iteration 0 is 21. The end-of-flow timing check tallies setup violations at 0.
[final cells by class]
class	count	area, µm²	area share (%)
Multi-Input combinational cell	40	235	21.5
Sequential cell	17	427	39.1
Inverter	3	11.3	1.03
Timing Repair Buffer	32	305	27.9
Tap cell	52	65.1	5.96
Clock buffer	3	41.3	3.78
Clock inverter	1	7.51	0.687
[power by group through the flow]
stage,logic [mW],registers [mW],clock network [mW]
after CTS,0.0355,0.299,0.221
final,0.0345,0.299,0.214
after global routing,0.0385,0.299,0.238
[worst max path at each step]
stage | from | endpoint | slack, ns | cells after the start
CTS | state[15]$_DFF_PP0_ | ALUOutWrite | 0.02 | 3
global route | state[15]$_DFF_PP0_ | ALUOutWrite | 0.02 | 3
finish | state[15]$_DFF_PP0_ | ALUOutWrite | 0.09 | 3
[per-stage QoR]
| step | power [mW] | cell area [µm²] | setup TNS (ns) |
|---|---|---|---|
| global placement | 0.339 | 1030 | -0.309 |
| finish | 0.548 | 1090 | 0 |
| detailed placement | 0.340 | 1030 | -0.331 |
| CTS | 0.556 | 1080 | 0 |
| floorplan | 0.321 | 716 | 0 |
| global route | 0.575 | 1090 | 0 |
[routing by layer]
metal	vias to the layer above	GRT usage, %
li1	268	-
met2	22	6.20
met3	2	3.02
met5	-	0
met1	229	5.46
met4	0	0.589
[worst register-to-register path, cell delays in order (launching register included)]
cell,delay [ns]
dfrtp_1,0.38
or4_1,0.53
or3_1,0.35
[synth_stat cells]
| cell type | n |
|---|---|
| conb_1 | 1 |
| nand2_1 | 1 |
| buf_4 | 5 |
| nor3_1 | 2 |
| inv_1 | 3 |
| o21a_1 | 1 |
| or3_1 | 4 |
| or4_1 | 1 |
| a21o_1 | 1 |
| nor2_1 | 6 |
| clkbuf_1 | 2 |
| dfrtp_1 | 16 |
| nand3b_1 | 1 |
| nor4_1 | 2 |
| or3b_2 | 2 |
| nand2b_1 | 5 |
| dfstp_2 | 1 |
| buf_2 | 1 |
| nand3_1 | 2 |
| a21oi_1 | 2 |
| or2_2 | 7 |
[timing repair]
action	in CTS	in global routing
resized	5	2
setup endpoints to repair	2	2
pin swaps	1	1
setup buffers	1	0
[cell families (layout without fill, tap and decap cells)]
logic type / after synthesis / in the layout / synth area share, %
AOI/OAI and AO/OA: 4 / 4 / 3.53
and+or+nand+nor: 33 / 33 / 27.0
other: 1 / 3 / 0.530
buffers and inverters: 11 / 39 / 8.66
DFF: 17 / 17 / 60.2
Power and IR drop assume default switching activity.
