--- design/flow/config.mk ---
export PLATFORM = sky130hd
export DESIGN_NAME = chooseHEXs
export DESIGN_NICKNAME = chooseHEXs
export VERILOG_FILES = /design/flow/design.v
export SDC_FILE = /design/flow/constraint.sdc
export NUM_CORES = 4
export LEC_CHECK = 1
export CORE_AREA = 10 10 70 70
export DIE_AREA = 0 0 80 80
--- design/flow/constraint.sdc ---
current_design chooseHEXs

set clk_period 2.2
set clk_io_pct 0.2

create_clock -name clk0 -period $clk_period

set non_clock_inputs [all_inputs -no_clocks]
set_input_delay [expr $clk_period * $clk_io_pct] -clock clk0 $non_clock_inputs
set_output_delay [expr $clk_period * $clk_io_pct] -clock clk0 [all_outputs]
--- design/flow/design.v ---
module chooseHEXs
(
in0, in1, in2, in3,
select, out1, out0
);
input 	[7:0] in0, in1, in2, in3;
input	[1:0] select;
output 	[6:0] out0, out1;
reg		[7:0] temp_in;
always@(*)
begin
	if( select == 0 )
		temp_in = in0;
	else if( select == 1 )
		temp_in = in1;
	else if( select == 2 )
		temp_in = in2;
	else if( select == 3 )
		temp_in = in3;
	else
		temp_in = in0;
end
HEX hex0 ( temp_in[7:4], out1 );
HEX hex1 ( temp_in[3:0], out0 );
endmodule
module HEXs
(
in0, in1, in2, in3,
counter, select,
out0, out1, out2, out3
);
input 	[7:0] in0, in1, in2, in3;	 
input 	[15:0] counter;	 
input select;
output 	[6:0] out0, out1, out2, out3;
wire [7:0] display0, display1, display2, display3;
assign display0 = select ? in0 : counter[15:8];
assign display1 = select ? in1 : counter[7:0];
assign display2 = select ? in2 : 8'b00000000;
assign display3 = select ? in3 : 8'b00000000;
HEX hex0 ( display0[7:4], out0);
HEX hex1 ( display0[3:0], out1);
HEX hex2 ( display1[7:4], out2);
HEX hex3 ( display1[3:0], out3);
endmodule
module HEX (in, out);
input 	[3:0] in;
output reg [6:0] out;
always @(in)
begin
	case (in)
		0: out = 7'b1000000;
		1: out = 7'b1111001;
		2: out = 7'b0100100;
		3: out = 7'b0110000;
		4: out = 7'b0011001;
		5: out = 7'b0010010;
		6: out = 7'b0000010;
		7: out = 7'b1111000;
		8: out = 7'b0000000;
		9: out = 7'b0010000;
		10: out = 7'b0001000;
		11: out = 7'b0000011;
		12: out = 7'b1000110;
		13: out = 7'b0100001;
		14: out = 7'b0000110;
		15: out = 7'b0001110;
	 endcase
 end
endmodule
--- design/flow/run.sh ---
#!/bin/bash
# OpenROAD 26Q1-2900-gdf79404cd8, Yosys 0.63+post, stock flow scripts
make -C /OpenROAD-flow-scripts/flow DESIGN_CONFIG=/design/flow/config.mk WORK_HOME=/design/flow/orfs finish
==> impl_metrics.toml <==
# generated from flow reports
[global_route]
track_usage_pct = 8.98
grt_pass1_wl_um = 4780
grt_max_degree = 8
grt_pass1_vias = 1032
overflow = 0
antenna_found_initial = 0

[synthesis]
top_area_cell = "ha_1"
yosys.stat.seqShare_pct = 0
top_cells_by_area = "ha_1 (21%), mux4_1 (18%), mux4_2 (15%), mux2i_1 (11%), inv_1 (7.2%)"
syn_area_um2 = 727
syn_inst = 70
yosysChipArea_um2 = 727
synth_cell_types = 17
ys_top_cells_by_count = "inv_1 (14), ha_1 (12), mux2i_1 (8)"
synth_top_area_share_pct = 20.7
synth_warnings = 2
ys_cells = 70
top_cell = "inv_1"
syn_area_per_cell_um2 = 10.4

[detailed_routing]
drt-vias-per-instance = 4.40
drtPass1Iterations = 2
drc_errors = 0
antenna_left = 0
wire_per_inst_um = 13.7
diodes = 0
drtIter0Drc = 27
drt-total-wl_um = 2800
num_vias = 897

[power]
clock_power_share_pct = 0
p_int_uw = 300
powerDensity_nw_per_um2 = 285
switching_share_pct = 38.6
vdd_drop_max_mv = 0.125
pwr-share-seq_pct = 0
p_leak_uw = 0.000779
switching_power_uw = 189
p_comb_share_pct = 100.0

[timing]
setup_violations = 14
rsz0062_at_grt = "yes"
setup_slack_ps = -334
max_slew_margin_pct = 87.5
hold_ws_ps = 1610
fmax_ghz = 0.395
worst_slew_pin_slew_ps = 182
slew_violations = 0
setup_tns_ps = -2860
hold_violations = 0
period_minus_slack_ps = 2530
timing.final.crit_share_pct = 115

[critical_path]
setup.worst_path.end = "out0[3]"
endpoint_kind = "primary output"
critPathMaxFanout = 4
crit_required_ps = 1760
worst-path-stages = 8
start_kind = "input port"
critical_path_buf_inv_count = 5
crit_slowest_cell = "mux4_2"
cp_top_family = "multiplexers"
critPathKind = "input port to primary output"
cp.arrival_ps = 2090
cpPeakStageDelay_ps = 600
path_cells = "buf_8, buf_6, mux4_2, inv_2, ha_4, inv_2, mux4_2, buf_2"
crit_start = "select[1]"

[run]
max_cap_viol_count = 0
tool_warnings = 45

[floorplanning]
die_area_um2 = 6400
core_area_um2 = 3420
io_pins = 48
die_y_um = 80
rows = 21
fp_util_pct = 21.3
die_w_um = 80

[hold_path]
min-delay-start = "in1[5]"
min_path_cells = 4
hold_path_class = "input port to primary output"

[outcome]
violations = "negative setup slack"
status = "finished, violations left"

[place]
io_buffer_count = 48
hpwlAfterDp_um = 2140
gp_congestion = 0.831

[layout]
syn2layout_area_growth_pct = 136
drive_gt1_share_pct = 62.7
seq_cells = 0
seqCellArea_um2 = 0
nClkBuffers = 0
-- worst min path at each step --
stage / end / slack, ps
after CTS: out1[1] / 1600
after global routing: out1[1] / 1670
final: out1[1] / 1610
-- routing by layer --
metal | wire [µm] | global-route usage [%] | vias to the layer above
li1 | - | - | 446
met1 | 1260 | 11.8 | 426
met2 | 1380 | 15.1 | 25
met3 | 165 | 2.50 | 0
met4 | 0 | 0.352 | 0
met5 | 0 | 0 | -
-- cells in the final DEF, fill, tap and decap left out, drive strengths merged, types with 2 or more instances in the layout --
cell type       n
a32o            2
buf            60
clkdlybuf4s15  16
clkdlybuf4s50   4
dlygate4sd2    12
ha             12
inv            14
mux2i           8
mux4           10
nand2b          2
nand3b          2
o221ai          2
o22ai           7
or2             2
xor2            2
-- power groups by stage --
| stage | Combinational, µW | Sequential [µW] | Clock, µW |
|---|---|---|---|
| CTS | 478 | 0 | 0 |
| global route | 533 | 0 | 0 |
| finish | 489 | 0 | 0 |
-- stage by stage --
| step | setup WS, ps | area [µm²] | power (µW) | cells | util, % |
|---|---|---|---|---|---|
| floorplan | -19.7 | 724 | 177 | 70 | - |
| global placement | -1010 | 1370 | 395 | 182 | 40.2 |
| detailed placement | -1040 | 1370 | 398 | 182 | 40.2 |
| CTS | -321 | 1700 | 478 | 206 | 49.9 |
| global route | -372 | 1710 | 533 | 204 | 50.2 |
| finish | -334 | 1710 | 489 | 204 | 50.2 |
-- cells by family (layout without fill, tap and decap cells) --
group	count (synthesis)	count (layout)	synth area share [%]
multiplexers	18	18	44.6
buffers and inverters	18	106	13.4
adder cells (fa/ha/maj)	12	12	20.7
AND-OR/OR-AND	12	12	11.9
AND/OR/NAND/NOR	8	8	7.06
XOR/XNOR	2	2	2.41
-- tightest hold or removal path, delay by kind of cell --
family                 cells  cell delay (ps)
multiplexers               1              310
buffers and inverters      2              250
AND-OR/OR-AND              1              170
-- area by class of cell --
class / instances / area (µm²)
Fill cell: 296 / 1700
Inverter: 14 / 60.1
Multi-Input combinational cell: 52 / 788
Tap cell: 46 / 57.6
Timing Repair Buffer: 92 / 808
-- repair_timing --
item | in CTS | in global routing
pin swaps | 18 | 7
resized | 144 | 9
hold buffers | 0 | 0
setup endpoints to repair | 14 | 14
setup buffers | 25 | 1
No activity file was given, so power comes from the tool's default toggle rates.
